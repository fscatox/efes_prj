`./run.sh`:
```
#!/bin/bash
# OpenROAD 26Q1-2900-gdf79404cd8, Yosys 0.63+post, stock flow scripts
make -C /OpenROAD-flow-scripts/flow DESIGN_CONFIG=/design/flow/config.mk WORK_HOME=/design/flow/orfs finish
```
`./config.mk`:
```
export PLATFORM = sky130hd
export DESIGN_NAME = timer
export DESIGN_NICKNAME = timer
export VERILOG_FILES = /design/flow/design.v
export SDC_FILE = /design/flow/constraint.sdc
export NUM_CORES = 4
export LEC_CHECK = 1
export CORE_AREA = 10 10 85 85
export DIE_AREA = 0 0 95 95
```
`./constraint.sdc`:
```
current_design timer

set clk_period 2.0
set clk_io_pct 0.2

create_clock -name clk0 -period $clk_period [get_ports {clk}]

set non_clock_inputs [all_inputs -no_clocks]
set_input_delay [expr $clk_period * $clk_io_pct] -clock clk0 $non_clock_inputs
set_output_delay [expr $clk_period * $clk_io_pct] -clock clk0 [all_outputs]
```
`./design.v`:
```
package ps2_pkg;
  typedef struct packed {
    logic [15:8] data;
    logic rxv;
    logic txc;
    logic rto;
    logic cto;
    logic pe;
    logic fe;
    logic oe;
    logic en;
  } miso_pkt_t;
  typedef struct packed {
    logic [15:8] data;
    logic txen;
    logic [6:3] padding;
    logic bclr;
    logic cen;
    logic wen;
  } mosi_pkt_t;
  typedef struct packed {
    logic frame_error;  
    logic parity_error;  
    logic clk_timeout;  
    logic rqst_timeout;  
  } flags_t;
  typedef struct packed {
    logic ps2_clk_negedge;
    logic ps2_dat;
    logic tim_tc;
    logic bitcnt_11, bitcnt_10, bitcnt_9, bitcnt_1;
    logic rx_ferr;
    logic perr;
    logic dbits;
  } status_t;
  typedef struct packed {
    logic [1:0] ps2_dat_mux;
    logic odreg_clk_en;
    logic tim_clk_en;
    logic tim_clear;
    logic [1:0] tc_mux;
    logic bitcnt_clk_en;
    logic bitcnt_clear;
    logic [1:0] pbit_mux;
    logic shreg_clk_en;
    logic shreg_shift_load_n;
    logic idreg_clk_en;
  } ctrl_t;
endpackage
module timer #(
  parameter int unsigned PSC = 249,  
  parameter int unsigned NBIT = 8
) (
  input var logic clk,
  input var logic clk_en,
  input var logic clear,
  output logic psc_tc,
  output logic [NBIT-1:0] cnt
);
localparam int unsigned PscNbit = $clog2(PSC+1);
logic [PscNbit-1:0] psc_cnt;
assign psc_tc = (psc_cnt == PscNbit'(PSC));
always_ff @(posedge clk)
  if (clk_en)
    if (clear | psc_tc)
      psc_cnt <= '0;
    else
      psc_cnt <= psc_cnt + PscNbit'(1);
always_ff @(posedge clk)
  if (clk_en)
    if (clear)
      cnt <= '0;
    else if (psc_tc)
      cnt <= cnt + NBIT'(1);
endmodule
```
==> flow_summary.ini <==
; physical design summary
[flow_run]
max_cap_viol_count = 0
stage_log_warnings = 26

[die]
die_height_um = 95
fp_util_pct = 15.2
num_rows = 27
io_pins = 12
dieWidth_um = 95
core_region_area_mm2 = 0.00547
chipArea_mm2 = 0.00903

[route]
drt_first_iter_violations = 21
detail-route-antenna-nets = 0
antennaDiodeCount = 0
vias = 608
route.final.wire_length_um = 1590
first_pass_iters = 4
avgViaCountPerCell = 3.64
avgRoutedWirePerCell_um = 9.50
post_route_drc = 0

[worst_setup_path]
crit_path_start = psc_cnt[0]$_SDFFCE_PP0P_
r2r_cell_count = 6
endpoint = psc_tc
worst-setup-path-type = reg -> out
ff2ff_setup_slack_ns = 0.30
sort_of_element_at_the_end_of_the_critical_path = output port
worstPathArrival_ns = 1.32
critPathRequiredTime_ns = 1.60
maximum_fanout_encountered_on_the_critical_timing_path = 4
crit-reg2reg-capture = cnt[5]$_SDFFCE_PP0P_
worstReg2RegStart = psc_cnt[1]$_SDFFCE_PP0P_
critical_path.startpoint_type = flip-flop

[clocking]
htreeDepth = 1
tritoncts_clock_tree = built
path_clk_slew_ns = 0.06
ctsRootBufferMaster = sky130_fd_sc_hd__clkbuf_8
cts.hold.buffers_added = 0
source_to_sink_clock_delay_at_the_later_pin_of_the_worst_skew_pair_ns = 0.24
cts-root-to-sink-buffers = 2
cts-buffers-inserted = 3
cts_sinks = 16

[yosys]
yosys-stat-cells = 76
synth_warnings = 1
seq_area_frac_synth_pct = 57.7
yosys_synthesis_chip_area_um2 = 832
ys.flops = 16
post_synth.cell_area_avg_um2 = 10.9
post_synth_inst_count = 76
summed_instance_area_of_the_synthesized_netlist_um2 = 832
synth.distinct_cells = 21

[grt]
grt_start_max_net_pins = 12
global_route_total_overflow = 0
vias_in_the_first_global_route = 594
gr-usage-all-layers_pct = 3.66
grt_first_pass_wirelength_um = 2670
number_of_antenna_violations_at_the_first_check_in_global_routing = 0

[timing]
final-setup-viol-count = 0
timing.max_slew.rel_slack_pct = 77.7
worst_pin_slew_ns = 0.335
clock-skew-final_ns = 0.00245
final_worst_path_period_need_ns = 1.72
fmax_mhz = 581
final.period_utilization_pct = 86.0
final_max_slew_viol_count = 0
finalHoldViolations = 0
total_negative_setup_slack_ns = 0
unrepaired_setup_endpoints_after_global_routing = false

[power]
power.density_cell_area_mw_per_mm2 = 659
leakagePower_nw = 0.375
ir_drop_mv = 0.378
finalPower_w = 0.000731

[final_layout]
layout-drive-gt1-share_pct = 9.47
instances_no_fill = 167
syn2layout_area_growth_pct = 33.4
area_of_all_sequential_standard_cells_um2 = 480
post-route-util_pct = 20.3
final-comb-area_um2 = 340
fillerInstances = 601

[hold_path]
worst_hold_path_type = reg -> reg

[place]
gp_congestion = 0.745
port_buffers = 11
place_hpwl_um = 1200
placedCellCount = 161

[status]
run_status = complete, no violations
layout make-up:
type / instances / area share [%]
clock inverters: 1 / 0.338
flip-flops and latches: 16 / 43.3
repair buffers: 16 / 13.2
clock buffers: 3 / 3.72
well taps: 72 / 8.12
inverters: 2 / 0.676
multi-input cells: 57 / 30.7
how the worst min path moves through the flow:
stage	startpoint	slack [ns]	endpoint	depth (start not counted)
CTS	psc_cnt[0]$_SDFFCE_PP0P_	0.63	psc_cnt[0]$_SDFFCE_PP0P_	1
global route	psc_cnt[0]$_SDFFCE_PP0P_	0.66	psc_cnt[0]$_SDFFCE_PP0P_	1
finish	psc_cnt[0]$_SDFFCE_PP0P_	0.62	psc_cnt[0]$_SDFFCE_PP0P_	1
cells by family (layout without fill, tap and decap cells):
kind of cell             Yosys count  count (layout)  synth area share (%)
AND/OR/NAND/NOR                   37              37                  22.4
flip-flops                        16              16                  57.7
adder cells (fa/ha/maj)            3               3                  4.51
buffers and inverters              3              22                  1.35
XOR/XNOR                           6               6                  6.32
AND-OR/OR-AND                     11              11                  7.67
flip-flops by register name (all words and copies together), names as in the netlist:
register  count
cnt           8
psc_cnt       8
per-stage QoR:
step	hold WS, ns	setup WS, ns	cell area, um2
after floorplan	0.512	0.327	832
after CTS	0.626	0.256	1110
final	0.619	0.279	1110
after global placement	0.607	0.173	1050
after detailed placement	0.617	0.189	1050
after global routing	0.659	0.117	1110
worst max-delay path: stages (launching register included):
cell and delay, ns:
sky130_fd_sc_hd__edfxtp_1 0.43, sky130_fd_sc_hd__ha_1 0.24, sky130_fd_sc_hd__nand3b_1 0.11, sky130_fd_sc_hd__nor2_1 0.07, sky130_fd_sc_hd__dlygate4sd2_1 0.24
routing by layer:
| layer | wire (um) | vias up | global-route usage [%] | part of all wire, % |
|---|---|---|---|---|
| met5 | 0 | - | 0 | 0 |
| met4 | 9 | 0 | 0.249 | 0.57 |
| li1 | - | 318 | - | - |
| met3 | 186 | 2 | 2.16 | 12 |
| met1 | 797 | 273 | 4.99 | 50 |
| met2 | 593 | 15 | 5.15 | 37 |
cells in the final DEF (no fill, tap or decap), types with 2 or more instances in the layout:
cell                               n
sky130_fd_sc_hd__nand2_1           7
sky130_fd_sc_hd__ha_1              3
sky130_fd_sc_hd__clkbuf_8          3
sky130_fd_sc_hd__buf_4             5
sky130_fd_sc_hd__edfxtp_1         16
sky130_fd_sc_hd__o21ai_0           3
sky130_fd_sc_hd__nor2_1           10
sky130_fd_sc_hd__or3_1             6
sky130_fd_sc_hd__xor2_1            4
sky130_fd_sc_hd__a31oi_1           3
sky130_fd_sc_hd__a21oi_1           3
sky130_fd_sc_hd__xnor2_1           2
sky130_fd_sc_hd__inv_1             2
sky130_fd_sc_hd__clkdlybuf4s50_1  10
sky130_fd_sc_hd__nand3_1           8
report_power, final:
group	switching (W)	internal [W]	leakage, nW	total (W)
logic	0.0000352	0.0000422	0.193	0.0000775
clock network	0.000102	0.000136	0.0231	0.000238
registers	0.0000214	0.000395	0.158	0.000416
total	0.000159	0.000573	0.375	0.000731
timing repair:
item / 4_1_cts / 5_1_grt
buffers inserted: 2 / 0
setup endpoints to repair: 1 / 0
gates resized: 1 / 0
cell usage after synthesis:
master	instances	area [um2]
sky130_fd_sc_hd__a21oi_1	3	15.0
sky130_fd_sc_hd__a31oi_1	3	18.8
sky130_fd_sc_hd__and2_1	1	6.26
sky130_fd_sc_hd__clkbuf_1	1	3.75
sky130_fd_sc_hd__edfxtp_1	16	480
sky130_fd_sc_hd__ha_1	3	37.5
sky130_fd_sc_hd__inv_1	2	7.51
sky130_fd_sc_hd__nand2_1	7	26.3
sky130_fd_sc_hd__nand2b_1	1	6.26
sky130_fd_sc_hd__nand3_1	8	40.0
sky130_fd_sc_hd__nand3b_1	1	7.51
sky130_fd_sc_hd__nand4_1	1	6.26
sky130_fd_sc_hd__nand4_2	1	12.5
sky130_fd_sc_hd__nor2_1	10	37.5
sky130_fd_sc_hd__nor2b_1	1	6.26
sky130_fd_sc_hd__o211ai_1	1	7.51
sky130_fd_sc_hd__o21ai_0	3	15.0
sky130_fd_sc_hd__o21bai_1	1	7.51
sky130_fd_sc_hd__or3_1	6	37.5
sky130_fd_sc_hd__xnor2_1	2	17.5
sky130_fd_sc_hd__xor2_1	4	35.0
Power is estimated from default activity; no workload was simulated.
