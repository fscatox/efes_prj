`./constraint.sdc`:
```
current_design sa_sc_fifo

set clk_period 64.9
set clk_io_pct 0.2

create_clock -name clk0 -period $clk_period [get_ports {clk}]

set non_clock_inputs [all_inputs -no_clocks]
set_input_delay [expr $clk_period * $clk_io_pct] -clock clk0 $non_clock_inputs
set_output_delay [expr $clk_period * $clk_io_pct] -clock clk0 [all_outputs]
```
`./config.mk`:
```
export PLATFORM = sky130hd
export DESIGN_NAME = sa_sc_fifo
export DESIGN_NICKNAME = sa_sc_fifo
export VERILOG_FILES = /design/flow/design.v
export SDC_FILE = /design/flow/constraint.sdc
export NUM_CORES = 4
export LEC_CHECK = 1
export CORE_UTILIZATION = 50
```
`./design.v`:
```
package ps2_pkg;
  typedef struct packed {
    logic [15:8] data;
    logic rxv;
    logic txc;
    logic rto;
    logic cto;
    logic pe;
    logic fe;
    logic oe;
    logic en;
  } miso_pkt_t;
  typedef struct packed {
    logic [15:8] data;
    logic txen;
    logic [6:3] padding;
    logic bclr;
    logic cen;
    logic wen;
  } mosi_pkt_t;
  typedef struct packed {
    logic frame_error;  
    logic parity_error;  
    logic clk_timeout;  
    logic rqst_timeout;  
  } flags_t;
  typedef struct packed {
    logic ps2_clk_negedge;
    logic ps2_dat;
    logic tim_tc;
    logic bitcnt_11, bitcnt_10, bitcnt_9, bitcnt_1;
    logic rx_ferr;
    logic perr;
    logic dbits;
  } status_t;
  typedef struct packed {
    logic [1:0] ps2_dat_mux;
    logic odreg_clk_en;
    logic tim_clk_en;
    logic tim_clear;
    logic [1:0] tc_mux;
    logic bitcnt_clk_en;
    logic bitcnt_clear;
    logic [1:0] pbit_mux;
    logic shreg_clk_en;
    logic shreg_shift_load_n;
    logic idreg_clk_en;
  } ctrl_t;
endpackage
module sa_sc_fifo #(
  parameter int unsigned DATA_WIDTH = 8,
  parameter int unsigned ADDR_WIDTH = 8
) (
  input var logic clk,
  input var logic rst_n,
  input var logic sclr,
  input var logic [DATA_WIDTH-1:0] d,
  input var logic we,
  input var logic ack,
  output logic [DATA_WIDTH-1:0] q,
  output logic empty,
  output logic full
);
logic [ADDR_WIDTH:0] wptr, rptr;
logic [ADDR_WIDTH:0] wptr_next, rptr_next;
logic [DATA_WIDTH-1:0] ram[2**ADDR_WIDTH];
assign wptr_next = wptr + (ADDR_WIDTH+1)'(we);
assign rptr_next = rptr + (ADDR_WIDTH+1)'(ack);
always_ff @(posedge clk, negedge rst_n)
  if (!rst_n) begin
    wptr <= '0;
    rptr <= '0;
  end
  else begin
    if (sclr) begin
      wptr <= '0;
      rptr <= '0;
    end
    else begin
      wptr <= wptr_next;
      rptr <= rptr_next;
    end
  end
always_ff @(posedge clk, negedge rst_n)
  if (!rst_n)
    empty <= '1;
  else begin
    if (sclr)
      empty <= '1;
    else
      empty <= wptr == rptr_next;
  end
always_ff @(posedge clk, negedge rst_n)
  if (!rst_n)
    full <= '0;
  else begin
    if (sclr)
      full <= '0;
    else
      full <= {~wptr_next[ADDR_WIDTH],wptr_next[ADDR_WIDTH-1:0]} == rptr_next;
  end
always @(posedge clk) begin
  if (we)
    ram[wptr[ADDR_WIDTH-1:0]] <= d;
  q <= ram[rptr_next[ADDR_WIDTH-1:0]];
end
endmodule
```
`./run.sh`:
```
#!/bin/bash
# OpenROAD 26Q1-2900-gdf79404cd8, Yosys 0.63+post, stock flow scripts
make -C /OpenROAD-flow-scripts/flow DESIGN_CONFIG=/design/flow/config.mk WORK_HOME=/design/flow/orfs finish
```
==> flow_metrics.tcl <==
# implementation run metrics
set metrics [dict create \
    clock_tree.htree_level_count 4 \
    layout_worst_path_cycle_share 0.2768 \
    die-height_um 404 \
    crit_fanout 34 \
    critPathTopFamily "buffers and inverters" \
    antenna_found_initial 4 \
    grt_util_all_layers 0.2742 \
    dr.first_iter.drc_count 2726 \
    max-slew-margin-rel 0.3207 \
    netlist.area_leader.share 0.7611 \
    worst_ep_required_time_ns 65.61 \
    clock_skew_ns 0.02872 \
    ys.flops 2076 \
    cell_by_cell_trace_of_the_critical_path "clkdlybuf4s50_1 -> ha_4 -> buf_4 -> buf_4 -> buf_4 -> buf_4 -> mux4_2 -> a22o_1 -> o21ai_1 -> nand4_1 -> or4_1" \
    postSynth.asyncResetShare 0.009634 \
    ir_worst_vdd_mv 0.03182 \
    cap_viol_max_count 0 \
    layout_cell_area_excl_fill_mm2 0.09114 \
    drive_above_1_share 0.2502 \
    die_width_um 404 \
    grt_first_pass_wirelength_um 283800 \
    crit_path_frequent_cell "sky130_fd_sc_hd__buf_4" \
    synth.top_cells.by_area "sky130_fd_sc_hd__edfxtp_1, sky130_fd_sc_hd__mux4_2, sky130_fd_sc_hd__mux2i_1" \
    vias 38136 \
    drt-total-wl_um 192900 \
    setup_viol 0 \
    hpwl_um 115100 \
    result_of_the_run "finished clean" \
    number_of_failing_hold_endpoints_at_the_final_stage 0 \
    total_leakage_power_nw 27.86 \
    remaining_drc_errors 0 \
    critical_path_class "input pin to flop" \
    grt_pass1_vias 41780 \
    finalMaxSlewViolations 0 \
    clk_ins_delay_skew_pair_ns 0.83 \
    setup.worst_path.start_class "input pin" \
    final.setup.tns_ns 0 \
    dr.pass1.iters 7 \
    edf_count 2048 \
    post_synth_inst_count 3798 \
    antennaDiodeCount 0 \
    cts.sinks 2076 \
    clk_transition_reported_paths_ns 0.07 \
    ys_chip_area_mm2 0.08080 \
    drt-wirelength-per-cell_um 30.48 \
    syn_avg_cell_area_um2 21.28 \
    starting_density_of_the_core 0.5032 \
    netlist-cell-type-count 61 \
    power.density_cell_area_mw_per_mm2 31.49 \
    grt_max_degree 113 \
    max_freq_ghz 0.05567 \
    cts_tree "done" \
    std_cell_rows 147 \
    largest_stage_delay_on_the_critical_path_ns 0.67 \
    yosys_most_used_dff "sky130_fd_sc_hd__edfxtp_1" \
    yosys_cells 3798 \
    area_growth_pct 12.80 \
    place_area_mm2 0.08447 \
    portBuffers 22 \
    cp-end-kind "flop" \
    cts_post_setup_buffers_inserted 0 \
    gp_congestion 0.9199 \
    floorplan.die_area_mm2 0.1632 \
    timing.reg2reg.setup_slack_ns 59.33 \
    cts.root.buffer_cell "sky130_fd_sc_hd__clkbuf_16" \
    core_region_area_mm2 0.1606 \
    cts_inserted_buffers 206 \
    grt_setup_unrepaired "false" \
    globalRouteOverflowTotal 0 \
    holdBufCountCts 0 \
    max_stage_delay_cell_worst_path "sky130_fd_sc_hd__buf_4" \
    final_antenna_net_count 0 \
    pin_count 23 \
    maximum_clock_insertion_buffer_count 3 \
    finalWorstPathRequiredPeriod_ns 17.96 \
    hp-class "flop to flop" \
    netlist.top_cell.by_area "sky130_fd_sc_hd__edfxtp_1" \
    post_drt_via_cell_ratio 6.026 \
    timing.critical_path.arrival_ns 18.67 \
    stage_log_warnings 28 \
    yosysWarnings 1 \
    netlist_area_mm2 0.08080 \
    worstMarginPinSlew_ns 1.015 \
    synth_sequential_area_ratio 0.7693 \
    worst-path-buf-inv 5 \
    post_cts.resized_instances 0 \
]
power by group:
group	internal, W	switching (W)
Clock	0.000680	0.000490
Combinational	0.0000984	0.000124
Sequential	0.00147	0.00000316
cell usage after synthesis (all sizes together), types with 3 or more instances:
| master | number |
|---|---|
| a21boi | 28 |
| a21oi | 8 |
| a221oi | 14 |
| a22o | 19 |
| a22oi | 73 |
| a31oi | 3 |
| a32oi | 14 |
| and2 | 6 |
| and3 | 5 |
| buf | 140 |
| clkbuf | 97 |
| dfrtp | 19 |
| dfxtp | 8 |
| edfxtp | 2048 |
| ha | 4 |
| mux2i | 156 |
| mux4 | 509 |
| nand2 | 69 |
| nand3 | 40 |
| nand4 | 32 |
| nor2 | 337 |
| nor2b | 12 |
| nor3 | 4 |
| nor4 | 10 |
| o2111ai | 7 |
| o211ai | 24 |
| o21ai | 20 |
| o22ai | 33 |
| or3 | 4 |
| xnor2 | 20 |
| xor2 | 12 |
cells in the final DEF, fill, tap and decap left out, types with 7 or more instances in the layout:
cell	synthesis	routed
sky130_fd_sc_hd__a21boi_0	7	7
sky130_fd_sc_hd__a21boi_1	21	21
sky130_fd_sc_hd__a21oi_1	8	8
sky130_fd_sc_hd__a221oi_1	14	14
sky130_fd_sc_hd__a22o_1	19	19
sky130_fd_sc_hd__a22oi_1	73	73
sky130_fd_sc_hd__a32oi_1	14	14
sky130_fd_sc_hd__buf_12	0	8
sky130_fd_sc_hd__buf_4	17	201
sky130_fd_sc_hd__buf_8	0	7
sky130_fd_sc_hd__bufinv_16	0	21
sky130_fd_sc_hd__clkbuf_1	97	44
sky130_fd_sc_hd__clkbuf_16	0	211
sky130_fd_sc_hd__clkdlybuf4s50_1	0	14
sky130_fd_sc_hd__clkinv_1	0	47
sky130_fd_sc_hd__clkinv_2	0	37
sky130_fd_sc_hd__dfrtp_1	19	19
sky130_fd_sc_hd__dfxtp_1	8	8
sky130_fd_sc_hd__edfxtp_1	2048	2048
sky130_fd_sc_hd__mux2i_1	156	156
sky130_fd_sc_hd__mux4_2	509	509
sky130_fd_sc_hd__nand2_1	69	69
sky130_fd_sc_hd__nand3_1	38	26
sky130_fd_sc_hd__nand3_2	2	14
sky130_fd_sc_hd__nand4_1	31	31
sky130_fd_sc_hd__nor2_1	337	333
sky130_fd_sc_hd__nor2b_1	12	12
sky130_fd_sc_hd__nor4_1	10	10
sky130_fd_sc_hd__o2111ai_1	7	7
sky130_fd_sc_hd__o211ai_1	24	24
sky130_fd_sc_hd__o21ai_0	15	15
sky130_fd_sc_hd__o22ai_1	33	33
sky130_fd_sc_hd__xnor2_1	19	16
sky130_fd_sc_hd__xor2_1	11	11
tightest hold or removal path, cell delays in order, from the launching register on:
cell                      delay [ns]
sky130_fd_sc_hd__dfrtp_1        0.37
sky130_fd_sc_hd__xnor2_1        0.12
sky130_fd_sc_hd__nor2_1         0.09
logic make-up (layout without fill, tap and decap cells):
| family | Yosys count | in the layout | share of synthesized area |
|---|---|---|---|
| multiplexers | 665 | 665 | 0.1612 |
| AND/OR/NAND/NOR | 527 | 527 | 0.02790 |
| buffers and inverters | 237 | 608 | 0.01378 |
| flip-flops | 2076 | 2076 | 0.7693 |
| XOR/XNOR | 32 | 32 | 0.003654 |
| AND-OR/OR-AND | 257 | 257 | 0.02355 |
| adder cells (fa/ha/maj) | 4 | 4 | 0.0006194 |
per-stage QoR:
step | worst slack [ns] | cells | total power [W] | utilization | hold slack, ns
final | 46.94 | 6329 | 0.002870 | 0.5676 | 0.6103
after global routing | 46.49 | 6329 | 0.002959 | 0.5676 | 0.6614
after CTS | 46.84 | 6329 | 0.002899 | 0.5676 | 0.6117
after detailed placement | 45.95 | 5952 | 0.001733 | 0.5261 | 0.5959
after global placement | 45.99 | 5952 | 0.001732 | 0.5261 | 0.5856
after floorplan | 49.08 | 3798 | 0.001654 | - | 0.5611
worst paths after layout:
kind,from,end,depth (start not counted)
max in group asynchronous,rst_n,empty$_DFF_PN1_,2
worst max register to register,rptr[0]$_DFF_PN0_,q[6]$_DFF_P_,10
worst min-delay path,wptr[8]$_DFF_PN0_,wptr[8]$_DFF_PN0_,2
worst max-delay path,ack,q[6]$_DFF_P_,11
min in group asynchronous,rst_n,rptr[4]$_DFF_PN0_,2
worst min register to register,wptr[8]$_DFF_PN0_,wptr[8]$_DFF_PN0_,2
per-layer routing:
metal  share of wire  GRT usage  vias up
li1                -          -    16263
met1            0.34     0.4027    19547
met2            0.47     0.3841     2033
met3            0.16     0.1852      285
met4           0.027    0.05542        8
met5         0.00028          0        -
flip-flops by register name (all words and copies together), names as in the netlist:
| signal | count |
|---|---|
| wptr | 9 |
| empty | 1 |
| rptr | 9 |
| full | 1 |
| q | 8 |
| ram | 2048 |
final cells by class:
type | count | area, um^2
multi-input combinational | 1485 | 17680
clock inverter | 120 | 1197
clock buffer | 257 | 5473
sequential | 2076 | 62160
timing repair buffer | 231 | 1928
fill | 11636 | 69420
tap | 2160 | 2703
Power and IR drop assume default switching activity.
