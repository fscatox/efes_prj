File: run.sh
#!/bin/bash
# OpenROAD 26Q1-2900-gdf79404cd8, Yosys 0.63+post, stock flow scripts
make -C /OpenROAD-flow-scripts/flow DESIGN_CONFIG=/design/flow/config.mk WORK_HOME=/design/flow/orfs finish
File: config.mk
export PLATFORM = sky130hd
export DESIGN_NAME = spi_slave
export DESIGN_NICKNAME = spi_slave
export VERILOG_FILES = /design/flow/design.v
export SDC_FILE = /design/flow/constraint.sdc
export NUM_CORES = 4
export LEC_CHECK = 1
export CORE_AREA = 10 10 109 109
export DIE_AREA = 0 0 119 119
File: design.v
package ps2_pkg;
  typedef struct packed {
    logic [15:8] data;
    logic rxv;
    logic txc;
    logic rto;
    logic cto;
    logic pe;
    logic fe;
    logic oe;
    logic en;
  } miso_pkt_t;
  typedef struct packed {
    logic [15:8] data;
    logic txen;
    logic [6:3] padding;
    logic bclr;
    logic cen;
    logic wen;
  } mosi_pkt_t;
  typedef struct packed {
    logic frame_error;  
    logic parity_error;  
    logic clk_timeout;  
    logic rqst_timeout;  
  } flags_t;
  typedef struct packed {
    logic ps2_clk_negedge;
    logic ps2_dat;
    logic tim_tc;
    logic bitcnt_11, bitcnt_10, bitcnt_9, bitcnt_1;
    logic rx_ferr;
    logic perr;
    logic dbits;
  } status_t;
  typedef struct packed {
    logic [1:0] ps2_dat_mux;
    logic odreg_clk_en;
    logic tim_clk_en;
    logic tim_clear;
    logic [1:0] tc_mux;
    logic bitcnt_clk_en;
    logic bitcnt_clear;
    logic [1:0] pbit_mux;
    logic shreg_clk_en;
    logic shreg_shift_load_n;
    logic idreg_clk_en;
  } ctrl_t;
endpackage
module spi_slave #(
  parameter int unsigned NBIT = 8,
  parameter bit CPOL = 0,
  parameter bit CPHA = 0
) (
  input var logic clk,
  input var logic rst_n,
  input var logic [NBIT-1:0] tx_data,
  output logic [NBIT-1:0] rx_data,
  output logic tx_strobe,
  output logic rx_strobe,
  input var logic ss_n,
  input var logic sclk,
  input var logic mosi,
  output tri miso
);
logic [NBIT-1:0] tx_q;
logic load_strobe;
logic [3:1] ssn_q;  
logic [NBIT-1:0] shreg_q;
logic rx_bit;
logic sample_clk;
logic gen_clk;
logic shreg_loaded;
always_ff @(posedge clk, negedge rst_n) begin
  if (!rst_n)
    ssn_q <= '1;
  else
    ssn_q <= {ssn_q[2:1], ss_n};
end
assign tx_strobe = ~ssn_q[2] & ssn_q[3];
assign load_strobe = ssn_q[2] & ~ssn_q[3];
always_ff @(posedge clk, negedge rst_n) begin
  if (!rst_n)
    rx_strobe <= '0;
  else
    rx_strobe <= load_strobe;
end
always_ff @(posedge clk)
  if (ssn_q[2])
    tx_q <= tx_data;
always_ff @(posedge clk, negedge rst_n)
  if (!rst_n)
    rx_data <= '0;
  else if (load_strobe)
    rx_data <= ~CPHA ? shreg_q : {shreg_q[NBIT-2:0], rx_bit};
assign sample_clk = sclk^(CPOL^CPHA);
assign gen_clk = sclk^~(CPOL^CPHA);
always_ff @(posedge sample_clk)
  rx_bit <= mosi;
always_ff @(posedge gen_clk, posedge ssn_q[2])
  if (ssn_q[2])
    shreg_loaded <= '0;
  else
    shreg_loaded <= '1;
always_ff @(posedge gen_clk)
  if (!shreg_loaded)
    shreg_q <= CPHA ? tx_q : {tx_q[NBIT-2:0], rx_bit};
  else
    shreg_q <= {shreg_q[NBIT-2:0], rx_bit};
assign miso = ss_n ? 'z : shreg_loaded ? shreg_q[NBIT-1] : tx_q[NBIT-1];
endmodule
File: constraint.sdc
current_design spi_slave

set clk_period 1.3
set clk_io_pct 0.2

create_clock -name clk0 -period $clk_period [get_ports {clk}]
create_clock -name clk1 -period $clk_period [get_ports {sclk}]

set non_clock_inputs [all_inputs -no_clocks]
set_input_delay [expr $clk_period * $clk_io_pct] -clock clk0 $non_clock_inputs
set_output_delay [expr $clk_period * $clk_io_pct] -clock clk0 [all_outputs]
==> changes_impl.md <==
## Implementation

- Initial antenna violation count: 0
- DP Wirelength: 1720 µm
- Synth Instances: 54
- Slowest CP cell: dfrtn_1
- Wire per inst: 9.01 µm
- Internal reg-to-reg setup slack: -0.08 ns
- Worst setup SP type: register
- Tot Pwr: 0.00246 W
- GRT Util Overall: 0.0302
- Die width: 119 µm
- Routability cong.: 0.700
- Clk sinks: 30
- Failing checks: negative setup slack
- Vias per cell: 2.40
- Seq/Total Area, Yosys: 0.747
- Final hold vios: 0
- Clk pin slew, worst setup/hold paths: 0.08 ns
- RSZ-0062 raised after global routing: yes
- Final antenna-violating net count: 0
- Max Cap Viol: 0
- Port bufs: 22
- Vias: 566
- Crit Path Max Fanout: 2
- Worst slack at placement: -0.723 ns
- Area delta synth->final: 63.8%
- CTS tree: yes
- Final setup viols: 16
- Number of remaining DRC errors: 0
- Global-route wire length before repair: 3390 µm
- CTS Hold Bufs: 0
- Yosys stat area: 1000 µm²
- Cell Pwr Density: 1500 nW/µm²
- Layout cell share with drive strength beyond 1: 0.466
- Cell Rows: 36
- FP Util: 0.104
- Type of the most critical hold path: in -> async
- Pin count of the biggest net entering global routing: 13
- Number of enable flip-flop cells: 8
- Ports: 24
- Top FF cell, synth: dfxtp_1
- Crit path required time: 1.04 ns
- Synth cell types: 13
- Syn. warnings: 2
- Crit. End Element: output port
- Fin worst setup slack: -0.690 ns
- Leak Pwr: 0.721 nW
- Iteration-0 DRC Markers: 12
- Crit path DAT: 1.73 ns
- Ys cells: 54
- Top cells by count: dfrtp_1, dfxtp_1, edfxtp_1, mux2_2, mux2_4
- Final Max Slew Viols: 0
- Pre-antenna DRT Iters: 3
- GR Overflow Total: 0
- Synth flops: 30
- Share of the synthesized area in the top cell type: 0.239
- Antenna diode count: 0
- Critical-path cell list: mux2_4 -> buf_2
- Synth top area cells: edfxtp_1, dfrtp_1, dfxtp_1
- DIE HEIGHT: 119 µm
- Die area: 14200 µm²
- Largest stage delay on the critical path: 0.42 ns
- Async set-or-reset flop fraction in the synthesized netlist: 0.433
- Log Warnings: 37
- Outcome: finished with violations
- Number of global-route vias before repair: 632
- Setup CP Type: reg -> out
- Post-synth top area cell: edfxtp_1
- Clock Skew: 0.0611 ns
- Routed Wire Length: 2130 µm
- Synthesized area per cell: 18.6 µm²
- Peak supply drop: 0.401 mV
- Synth Cell Area: 1000 µm²
- Core area: 9640 µm²
-- flip-flops by register name, indices dropped and copies added (netlist names) --
signal	flops
rx_data	8
shreg_q	8
tx_q	8
ssn_q	3
rx_bit	1
rx_strobe	1
shreg_loaded	1
-- cell type report --
type	count	area (µm²)
multi-input combinational	19	245
inverter	2	7.51
fill	1060	8000
sequential	30	754
clock inverter	10	65.1
timing repair buffer	36	323
tap	133	166
clock buffer	6	82.6
-- through the flow --
| stage | TNS (ns) | hold slack (ns) | std cells | area [µm²] | util |
|---|---|---|---|---|---|
| finish | -1.48 | 0.297 | 236 | 1640 | 0.171 |
| global route | -1.85 | 0.328 | 236 | 1640 | 0.171 |
| CTS | -1.50 | 0.303 | 236 | 1630 | 0.169 |
| detailed placement | -1.49 | 0.349 | 213 | 1440 | 0.149 |
| global placement | -1.36 | 0.347 | 213 | 1440 | 0.149 |
| floorplan | -0.781 | -0.0356 | 54 | 1010 | - |
-- kinds of logic after synthesis --
logic type	share of synthesized area
other	0.00374
multiplexers	0.209
flip-flops	0.747
buffers and inverters	0.0274
AND/OR/NAND/NOR	0.0125
-- worst max-delay path: cells and delay by family (launching register included) --
family                 cells  cell delay (ns)
DFF                        1             0.42
buffers and inverters      1             0.11
muxes                      1             0.30
-- placed cells by master (no fill, tap or decap), drive strengths merged --
cell type / instances
bufinv: 1
clkinvlp: 1
clkbuf: 6
dfrtn: 1
clkdlybuf4s50: 11
mux2: 16
buf: 16
dlygate4sd2: 9
dfxtp: 9
dfstp: 3
conb: 1
dfrtp: 9
nand2b: 1
nor2b: 1
inv: 10
edfxtp: 8
-- metal layers --
layer | track usage | up-vias | part of all wire
met4 | 0.0168 | 0 | 0.055
met2 | 0.0501 | 16 | 0.49
met3 | 0.0134 | 6 | 0.072
met1 | 0.0313 | 266 | 0.38
li1 | - | 278 | -
met5 | 0 | - | 0
-- timing repair --
action / in CTS / in global routing
resized: 20 / 5
buffers inserted: 8 / 0
setup endpoints to repair: 26 / 17
-- path summary, 6_finish.rpt --
check | startpoint | cells after the start | end
max | shreg_loaded$_DFF_NP0_ | 2 | miso
min | rst_n | 2 | rx_data[0]$_DFFE_PN0P_
max reg2reg | shreg_q[3]$_DFF_N_ | 1 | rx_data[3]$_DFFE_PN0P_
min reg2reg | ssn_q[1]$_DFF_PN1_ | 0 | ssn_q[2]$_DFF_PN1_
max in group clk1 | tx_q[1]$_DFFE_PP_ | 1 | shreg_q[2]$_DFF_N_
max in group asynchronous | ssn_q[2]$_DFF_PN1_ | 2 | shreg_loaded$_DFF_NP0_
min in group clk0 | ssn_q[1]$_DFF_PN1_ | 0 | ssn_q[2]$_DFF_PN1_
min in group clk1 | mosi | 1 | rx_bit$_DFF_P_
-- power breakdown --
part           internal, W  total (W)  switching [W]
clock network     0.000653    0.00105       0.000394
logic             0.000234   0.000310      0.0000763
registers          0.00107    0.00111      0.0000389
total              0.00195    0.00246       0.000509
Power and IR drop assume default switching activity.
